**/design/flow/run.sh**
```bash
#!/bin/bash
# OpenROAD 26Q1-2900-gdf79404cd8, Yosys 0.63+post, stock flow scripts
make -C /OpenROAD-flow-scripts/flow DESIGN_CONFIG=/design/flow/config.mk WORK_HOME=/design/flow/orfs finish
```
**/design/flow/config.mk**
```make
export PLATFORM = sky130hd
export DESIGN_NAME = btn_debounce
export DESIGN_NICKNAME = btn_debounce
export VERILOG_FILES = /design/flow/design.v
export SDC_FILE = /design/flow/constraint.sdc
export NUM_CORES = 4
export LEC_CHECK = 1
export CORE_UTILIZATION = 50
```
**/design/flow/constraint.sdc**
```tcl
current_design btn_debounce

set clk_period 4.7
set clk_io_pct 0.2

create_clock -name clk0 -period $clk_period [get_ports {clk}]

set non_clock_inputs [all_inputs -no_clocks]
set_input_delay [expr $clk_period * $clk_io_pct] -clock clk0 $non_clock_inputs
set_output_delay [expr $clk_period * $clk_io_pct] -clock clk0 [all_outputs]
```
**/design/flow/design.v**
```verilog
module btn_debounce(input wire clk,
                    input wire rst,
                    input wire [3:0] btn_in,
                    output logic [3:0] btn_out);
    logic [19:0] count [3:0];
    logic [3:0] new_input;
    always_ff @(posedge clk) begin
        if(rst) begin
            for (int i = 0; i < 4; i++) 
                count[i] <= 0;
            new_input <= btn_in;
        end else begin
            for (int i = 0; i < 4; i++) begin
                if(btn_in[i] != new_input[i]) begin
                    new_input[i] <= btn_in[i];
                    count[i] <= 0;
                end else if (count[i] == 1000000) btn_out[i] <= new_input[i];
                else count[i] <= count[i] + 1;
            end
        end
    end
endmodule
```
==> results.txt <==
Reports from this run.

- Counting flops with a built-in enable in the synthesized netlist gives 8.
- The DRC marker count from the first detailed-route iteration is 73.
- Per the CTS log, the root buffer master is clkbuf_8.
- The longest clock path from root to sink contains 2 buffers.
- The final tally of hold violations is 0.
- The measured slew at the worst slew-check pin is 0.8607 ns.
- The initial core utilization is 51.70%.
- Clock tree synthesis inserted a total of 9 buffers.
- The wire length of the first global-routing pass reads 11,700 um.
- The latest clock arrival within the worst-skew pair is 0.35 ns.
- The average wire per cell in the routed design reads 11.71 um.
- The post-cts hold buffer count reads 0.
- Of the total synthesized cell area, the portion taken by full adders, half adders and majority gates is 2.505%.
- The die is 91.39 um tall.
- Setup repair after global routing left no endpoint under its margin.
- Per the synthesis report, the dominant area consumer among library cells is dfxtp_1.
- The CTS H-tree depth reads 3.
- The floorplan die width reads 91.39 um.
- The type of the worst min-delay path reads reg2reg.
- The cell at the slowest stage of the critical path reads nand2b_1.
- The number of standard-cell rows in the floorplan is 32.
- The worst-case vdd ir drop reads 0.1950 mV.
- The pin count of the biggest net entering global routing is 23.
- The number of diodes reads 0.
- The count of antenna-violating nets left after detailed routing reads 0.
- The most used flip-flop cell after synthesis is dfxtp_1.
- Looking at the setup timing report, the critical path kind is in2reg.
- The sequential cell area fraction in the yosys report is 46.10%.
- The area share of the largest cell type after synthesis reads 40.09%.
- The netlist area before placement reads 0.003995 mm^2.
- The nature of the critical path endpoint reads a flop.
- The proportion of synthesized flip-flops having asynchronous set or reset is 0%.
- After detailed routing, the number of remaining DRC violations is 0.
- The pre-antenna-repair detailed-routing pass consisted of 6 iterations.
- The area of all sequential standard cells is 0.001842 mm^2.
- The area growth from synthesis to final layout reads 9.677%.
- The via-per-instance ratio reads 5.140.
- Endpoints with negative setup slack in the final report add up to 0.
- The setup clock skew after layout is 0.01328 ns.
- The post-synthesis cell count reads 444.
- Per the cell usage report, the commonest logic cells after layout are nor2_1, dfxtp_1, xor2_1.
- The critical path launch point type reads an input pin.
- By area the synthesized netlist is led by dfxtp_1, xor2_1, nor2_1.
- The count of buffers added by post-CTS timing repair for setup is 0.
- The top cell type in the final layout, fill and taps aside, is nor2_1.
- The kind of cell with the highest combined delay on the critical path is simple AND/OR/NAND/NOR gates.
- The total global-route track usage is 17.41%.
- The run finished with clean final reports.
- For reference, the critical path cell chain is clkdlybuf4s50_1, xnor2_1, nand2b_1, nor2_1.
- The share of final-layout standard cells stronger than drive strength 1 is 5.263%.
- The synthesis stat section lists a flop and latch total of 88.
- The synthesized netlist devotes 31.01% of its cell area to simple gates.
- The final weighted congestion recorded by global placement is 0.8022.
- The total of max-cap violations is 0.
- The total count of max-transition violations in the final report is 0.
- The area inside the core boundary reads 0.007727 mm^2.
- In the placement report, post-DP HPWL is listed as 4400 um.
- The clock tree from TritonCTS is yes.
- The post-synthesis share of cell area spent on and-or and or-and gates is 3.007%.
- The worst setup slack after layout is 2.385 ns.
- The script computed a power per unit cell area of 324.2 mW/mm^2.
- The smallest clock period supported by the final layout is computed as 2.315 ns.
- The share of the clock period used by the worst path is 49.26%.
- The synthesized area per cell reads 8.998 um^2.
- The number of library cell types mapped by synthesis reads 37.
- The worst hold slack across all endpoints reads 0.4818 ns.
- The buffer_ports step reported a buffer count of 9.
- The main kind of combinational logic by area reads simple AND/OR/NAND/NOR gates.
- The routed design has 6534 um of wire.
- The number of sinks on the clock net reads 88.
- The multi-input gate area in the final layout reads 0.002048 mm^2.
- The number of ports placed on the die boundary is 10.
- Fill cells in the final layout number 680.
- The xor and xnor fraction of the mapped netlist area is 14.25%.
- Measured against the total synthesized area, the mux share comes to 0.5011%.
- The relative slew slack reads 42.62%.
- Timing would allow up to 0.4320 GHz.
- Data on the critical path arrives at its endpoint at 2.38 ns.
- The data required time at the worst endpoint reads 4.76 ns.
- The timing report notes that buffer and inverter cells on the critical path total 1.
- The cell count in the Yosys report is 444.
- After clock tree synthesis, the clock-pin slew on the worst setup and hold paths is 0.09 ns.
- The chip area reads 0.008351 mm^2.
- The setup TNS after final layout is 0 ns.
- The count of synthesis-stage warnings from yosys is 2.
- Summed over all cells, the static leakage comes to 1.426 nW.
- For this run, the slowest stage of the critical path takes 0.50 ns.
- The post-synthesis chip area from yosys reads 0.003995 mm^2.
- The peak fanout along the critical path reads 22.
- The post-cts gate resize count is 0.
- The number of antenna violations at the first check in global routing came to 0.
- The remaining global-route overflow reads 0.
- The pre-CTS worst setup slack is 2.027 ns.
- The count of tool warnings is 29.
- The routed via count reads 2,868.
- The number of global-route vias before repair came to 2,656.
through the flow:
step | std cells | power [mW] | instance area (um^2) | utilization [%]
final | 558 | 1.420 | 4382 | 56.70
after global routing | 558 | 1.485 | 4382 | 56.70
after floorplan | 444 | 0.8325 | 3995 | -
after CTS | 558 | 1.439 | 4382 | 56.70
after global placement | 542 | 0.8452 | 4149 | 53.69
after detailed placement | 542 | 0.8459 | 4149 | 53.69
worst paths after layout:
path,slack [ns],start,endpoint,cells after the start
max reg2reg,2.79,count[1][0],count[1][16],6
min,0.48,new_input[3],btn_out[3],0
max,2.39,btn_in[3],btn_out[3],4
min reg2reg,0.48,new_input[3],btn_out[3],0
flip-flops by register name (all words and copies together) (netlist names):
name and count:
btn_out 4, new_input 4, count 80
power breakdown:
part / switching, mW / internal [mW]
clock network: 0.262 / 0.331
logic: 0.0341 / 0.0183
registers: 0.00919 / 0.766
total: 0.305 / 1.12
layer usage:
metal | track usage (%) | wire [um] | up-vias
met5 | 0 | 0 | -
met4 | 1.587 | 69 | 0
met3 | 3.827 | 186 | 6
met2 | 27.07 | 2758 | 30
met1 | 26.71 | 3520 | 1288
li1 | - | - | 1544
synthesized netlist by cell type, types with 2 or more instances:
cell type and n:
nor2_1 81, dfxtp_1 80, xor2_1 48, nand2_1 31
nand3_1 31, nand4_1 21, xnor2_1 17, a21oi_1 15
and4_1 11, inv_1 11, o21ai_0 9, clkbuf_1 8
edfxtp_1 8, ha_1 8, nand2b_1 8, nor4b_1 8
or3_1 8, and3_1 6, nor3_1 5, nand3b_1 4
buf_2 3, nor4_1 3, or2_2 3, and4b_1 2
mux2i_1 2, nor4bb_1 2
cell families after synthesis:
group / Yosys count
XOR/XNOR: 65
adder cells (fa/ha/maj): 8
multiplexers: 2
AND/OR/NAND/NOR: 233
AND-OR/OR-AND: 24
flip-flops: 88
buffers and inverters: 24
cell type report:
cell class                      count  share of cell area (%)
Clock buffer                       12                   3.541
Clock inverter                      4                   1.770
Inverter                           11                  0.9423
Multi-Input combinational cell    332                   46.74
Sequential cell                    88                   42.03
Tap cell                          102                   2.913
Timing Repair Buffer                9                   2.056
Power is estimated from default activity; no workload was simulated.
