`flow/run.sh`:
```
#!/bin/bash
# OpenROAD 26Q1-2900-gdf79404cd8, Yosys 0.63+post, stock flow scripts
make -C /OpenROAD-flow-scripts/flow DESIGN_CONFIG=/design/flow/config.mk WORK_HOME=/design/flow/orfs finish
```
`flow/config.mk`:
```
export PLATFORM = sky130hd
export DESIGN_NAME = oled
export DESIGN_NICKNAME = oled
export VERILOG_FILES = /design/flow/design.v
export SDC_FILE = /design/flow/constraint.sdc
export NUM_CORES = 4
export LEC_CHECK = 1
export CORE_UTILIZATION = 50
```
`flow/constraint.sdc`:
```
current_design oled

set clk_period 13.4
set clk_io_pct 0.2

create_clock -name clk0 -period $clk_period [get_ports {clk}]

set non_clock_inputs [all_inputs -no_clocks]
set_input_delay [expr $clk_period * $clk_io_pct] -clock clk0 $non_clock_inputs
set_output_delay [expr $clk_period * $clk_io_pct] -clock clk0 [all_outputs]
```
`flow/design.v`:
```
`default_nettype none
module oled(input wire clk,
            input wire rst,
            input wire data_type_in,         
            input wire [3:0] byte_count_in,
            input wire [119:0] send_bytes_in,
            output logic spi_done,
            output logic cs,
            output logic mosi,
            output logic sclk,
            output logic d_c,
            output logic rst_out,
            output logic vcc_en,
            output logic pmod_en);
    enum {INITIAL, STARTUP, ACTIVE} state;
    logic internal_spi_done, data_type;
    logic [3:0] internal_byte_count, byte_count;
    logic [119:0] internal_send_bytes, send_bytes;
    oled_spi spi(.clk(clk), .rst(rst), .data_type(data_type),
       .byte_count(byte_count), .send_bytes(send_bytes), .cs(cs),
       .mosi(mosi), .sclk(sclk), .d_c(d_c), .done(internal_spi_done));
   oled_startup s_comm(.command(command_count), .comm_length(internal_byte_count),
       .comm_data(internal_send_bytes));
    always_comb begin
        case(state)
            INITIAL: begin
                data_type = 1'b0;
                byte_count = 1'b0;
                send_bytes = 120'b0;
                spi_done = 1'b0;
            end
            STARTUP: begin
                data_type = 1'b0;
                byte_count = internal_byte_count;
                send_bytes = internal_send_bytes;
                spi_done = 1'b0;
            end
            ACTIVE: begin
                data_type  = data_type_in;
                byte_count = byte_count_in;
                send_bytes = send_bytes_in;
                spi_done = internal_spi_done;
            end
            default: begin
                data_type = 1'b0;
                byte_count = 4'b0;
                send_bytes = 120'b0;
                spi_done = 1'b0;
            end
        endcase
    end
    logic vcc_en_wait;
    logic [4:0] command_count;
    logic [24:0] cycle_count;
    always_ff @(posedge clk) begin
        if(rst) begin
            state <= INITIAL;
            command_count <= 0;
            cycle_count <= 0;
            rst_out <= 1'b1;
            vcc_en <= 1'b0;
            pmod_en <= 1'b1;
            vcc_en_wait <= 1'b1;
        end else begin
            case(state)
                INITIAL: begin
                    if(rst_out && cycle_count > 2000000)
                        rst_out <= 1'b0;  
                    else if(~rst_out && cycle_count > 2000300) begin
                        rst_out <= 1'b1;  
                        state <= STARTUP;
                        cycle_count <= 0;
                    end else cycle_count <= cycle_count + 1;
                end
                STARTUP: begin
                    if(command_count < 25) begin
                        if(internal_spi_done || (vcc_en_wait && command_count == 23)) begin
                            if(command_count == 23) begin
                                vcc_en <= 1'b1;
                                if(cycle_count > 2500000) begin
                                    vcc_en_wait <= 1'b0;
                                    command_count <= command_count + 1;
                                    cycle_count <= 0;
                                end else cycle_count <= cycle_count + 1;
                            end else 
                                command_count <= command_count + 1;
                        end
                    end else if(cycle_count > 10000000) state <= ACTIVE;  
                    else cycle_count <= cycle_count + 1;
                end
            endcase
        end
    end
endmodule
module oled_spi(input wire clk,
                input wire rst,
                input wire data_type,            
                input wire [3:0] byte_count,     
                input wire [119:0] send_bytes,
                output logic cs,
                output logic mosi,
                output logic sclk,
                output logic d_c,
                output logic done);
    logic [1:0] state, next_state;
    localparam  IDLE = 2'b00,
                STARTING = 2'b01,
                SENDING = 2'b11;
    always_comb begin
        case(state)
            IDLE: next_state = byte_count != 0 ? STARTING : IDLE;
            STARTING: next_state = ~sclk && prev_sclk ? SENDING : STARTING;  
            SENDING: next_state = bytes_left == 0 && cycle_count == 15 ? IDLE : SENDING;  
            default: next_state = IDLE;
        endcase
    end
    logic clk_5mhz;
    assign clk_5mhz = cycle_count < 10 ? 1'b0 : 1'b1;
    logic send_type;
    logic prev_sclk;
    logic [3:0] bytes_left, bit_count;
    logic [4:0] cycle_count;
    logic [119:0] data;
    always_ff @(posedge clk) begin
        if(rst) begin
            mosi <= 1'b0;
            done <= 1'b0;
            state <= IDLE;
            send_type <= 1'b0;
            bit_count <= 3'h0;
            cycle_count <= 5'h0;
            bytes_left <= 4'h0;
            data <= 120'h0;
        end else begin
            cycle_count <= (cycle_count + 1) % 20;  
            state <= next_state;
            prev_sclk <= sclk;
            case(state)
                IDLE: begin
                    done <= 1'b0;
                    if(next_state == STARTING) begin
                        send_type <= data_type;
                        bit_count <= 0;
                        cycle_count <= 0;
                        bytes_left <= byte_count;
                        data <= send_bytes;
                    end
                end
                STARTING: begin
                end
                SENDING: begin
                    if(bytes_left > 0) begin
                        if(cycle_count == 4) begin
                            mosi <= data[119];
                            data <= data << 1;
                            if(bit_count == 7) begin
                                bit_count <= 0;
                                bytes_left <= bytes_left - 1;
                            end else bit_count <= bit_count + 1;
                        end
                    end
                    if(next_state == IDLE) 
                        done <= 1'b1;
                end
            endcase
        end
    end
    always_comb begin
        sclk = clk_5mhz;
        cs = state != SENDING;
        d_c = send_type;
    end
endmodule
module oled_startup(input wire [4:0] command,
                    output logic [3:0] comm_length,
                    output logic [119:0] comm_data);
    always_comb begin
        case(command) 
            0: begin  
                comm_length = 2;
                comm_data = {8'hFD, 8'h12, 104'b0};
            end
            1: begin  
                comm_length = 1;
                comm_data = {8'hAE, 112'b0};
            end
            2: begin  
                comm_length = 2;
                comm_data = {8'hA0, 2'b01, 3'b100, 3'b000, 104'b0};
            end
            3: begin  
                comm_length = 2;
                comm_data = {8'hA1, 8'h00, 104'b0};
            end
            4: begin  
                comm_length = 2;
                comm_data = {8'hA2, 8'h00, 104'b0};
            end
            5: begin  
                comm_length = 1;
                comm_data = {8'hA4, 112'b0};
            end
            6: begin  
                comm_length = 2;
                comm_data = {8'hA8, 8'h3F, 104'b0};
            end
            7: begin  
                comm_length = 2;
                comm_data = {8'hAD, 8'h8E, 104'b0};
            end
            8: begin  
                comm_length = 2;
                comm_data = {8'hB0, 8'h0, 104'b0};
            end
            9: begin  
                comm_length = 2;
                comm_data = {8'hB1, 8'h74, 104'b0};
            end
            10: begin  
                comm_length = 2;
                comm_data = {8'hB3, 8'hD0, 104'b0};
            end
            11: begin  
                comm_length = 2;
                comm_data = {8'h8A, 8'h80, 104'b0};
            end
            12: begin  
                comm_length = 2;
                comm_data = {8'h8B, 8'h80, 104'b0};
            end
            13: begin  
                comm_length = 2;
                comm_data = {8'h8C, 8'h80, 104'b0};
            end
            14: begin  
                comm_length = 2;
                comm_data = {8'hBB, 8'h3E, 104'b0};
            end
            15: begin  
                comm_length = 2;
                comm_data = {8'hBE, 8'h3E, 104'b0};
            end
            16: begin  
                comm_length = 2;
                comm_data = {8'h87, 8'h0F, 104'b0};
            end
            17: begin  
                comm_length = 2;
                comm_data = {8'h81, 8'hFF, 104'b0};
            end
            18: begin  
                comm_length = 2;
                comm_data = {8'h82, 8'hFF, 104'b0};
            end
            19: begin  
                comm_length = 2;
                comm_data = {8'h83, 8'hFF, 104'b0};
            end
            20: begin  
                comm_length = 1;
                comm_data = {8'h2E, 112'b0};
            end
            21: begin  
                comm_length = 3;
                comm_data = {8'h15, 8'h00, 8'h5F, 96'b0};
            end
            22: begin  
                comm_length = 3;
                comm_data = {8'h75, 8'h00, 8'h3F, 96'b0};
            end
            23: begin  
                comm_length = 5;
                comm_data = {8'h25, 8'h0, 8'h0, 8'h5F, 8'h3F, 80'b0};
            end
            24: begin  
                comm_length = 1;
                comm_data = {8'hAF, 112'b0};
            end
            default: begin
                comm_length = 0;
                comm_data = 0;
            end
        endcase
    end
endmodule
```
==> results.txt <==
Here are the numbers from the latest Yosys + OpenROAD run.

The count of cells along the worst register-to-register path is 14. Per the post-run analysis, buffers plus inverters along the critical path come to 3. The ratio of routed vias to standard cells is 5.84.

The length of the first detailed-routing pass in iterations is 5. During placement, the flow inserted port buffers numbering 133. The number of instances resized during post-cts repair came out at 0.

In this run the worst hold path is classified as flip-flop to flip-flop. The synthesized netlist handed to floorplanning was reported with a cell count of around 1,200. Setup repair after global routing left no endpoint under its margin. The CTS buffer count is 17. The cell accounting for the most synthesized area is sky130_fd_sc_hd__dfxtp_1. The total placed cells including tap cells came out at 1,486. Yosys shows that the main logic family after synthesis is simple AND/OR/NAND/NOR gates.

The average wire per standard cell is 15.5 microns. The final weighted congestion in routability-driven placement is 0.911. The number of global-route vias before repair is approximately 8,000. The worst setup path is captured at a flip-flop. The xor and xnor area share after synthesis is 2.46%. STA classifies the critical path startpoint as an input pin. The final cell area excluding filler cells is 11,500 sq um. The global routing report lists combined usage of all routing layers as between 20 and 25%.

The number of setup buffers added after CTS came out at 0. The fraction of the mapped netlist area in adder cells came out at between 2 and 2.5%. In this run the count of I/O pins placed on the die edge is 135.

On the critical path, the stage with the largest delay is an instance of sky130_fd_sc_hd__buf_4. The die extent in x came out at 141 microns. On the final layout, the worst hold slack is 0.451 ns. The kind of cell with the highest combined delay along the critical path is buffers and inverters. In this run the tightest slew margin relative to its limit is 46.5%.

The final hold violation count is 0. The post-synthesis cell count from yosys is 1,221. Counting flops with a built-in enable in the synthesized netlist gives 1. The later pin in the worst-skew pair is clocked with a latency of 0.43 ns. The total power divided by cell area is between 100 and 150 nW/um^2. The synthesized area is 9610 sq um. Per the finish-stage timing summary, setup violations number 0. The shortest period the worst path allows is 5.48 ns. The initial antenna violation count came out at 1. Listed in order, past its start point the critical path passes clkdlybuf4s50_1, nor4_1, o21ai_0, a21oi_1, or2_2, a22oi_2, buf_4, buf_4, a22o_1, a22oi_1, nor2_1. The worst clock skew came out at 0.0142 ns. The DRC marker count from the first detailed-route iteration came out at 576. The clock-pin slew on the worst setup and hold paths is 0.07 ns.

The number of storage elements in the synthesis netlist is between 150 and 200. Of all flip-flops after synthesis, the portion carrying an async set or reset was 0%. TritonCTS built the clock tree. The standard-cell row count is 50. The overall routed net length is 23.5 mm. The vertical die size came out at approximately 140 microns.

Summing the sequential cell areas from Yosys gives about two fifths of the chip area. Per the OpenROAD power report, leakage power amounts to 3.92 nW. The endpoint arrival time on the critical path is 5.84 ns.

The cell depth of the worst min-delay path came out at 2. Timing would allow up to 0.182 GHz. The count of warnings emitted by yosys is 3. Ranked by instance count, the synthesized netlist is headed by 197 x sky130_fd_sc_hd__dfxtp_1, 162 x sky130_fd_sc_hd__nor2_1, 147 x sky130_fd_sc_hd__nand2_1, 99 x sky130_fd_sc_hd__clkbuf_1, 95 x sky130_fd_sc_hd__nor3_1. The area of the die is 19,800 sq um. The worst endpoint required time is 13.76 ns. The fraction of synthesized area in multiplexers came out at 0.951%.

The clock net in this run drives a total of 198 sinks. The maximum buffer depth of the clock tree is 2. The slew at the pin closest to its max-slew limit came out at 0.801 ns. The number of max-slew violations in the final report came out at 0. For this configuration, the core starts out at a cell density of 51.2%. The worst-case IR drop observed on VDD is 0.0810 mV. The synthesis-to-layout area growth is 19.5%. The worst setup path is of the input pin to flip-flop kind. After synthesis, the cell types taking the most area are sky130_fd_sc_hd__dfxtp_1 41%, sky130_fd_sc_hd__a221oi_1 7.8%, sky130_fd_sc_hd__nor2_1 6.3%, sky130_fd_sc_hd__nand2_1 5.7%, sky130_fd_sc_hd__nor3_1 4.9%. Counting distinct cell types in the post-synthesis netlist gives 75.

The cell depth of the worst setup path came out at 11. The detailed-route via count came out at ~9,000. The logs give a warning total of 36. The and-or/or-and share of the synthesized area is 22.8%. The synthesized netlist has a Yosys-reported chip area of 9610 sq um. The run finished with clean final reports.

The peak fanout along the critical path is 69. The floorplan step defined a core boundary enclosing 18,800 sq um. The maximum number of pins on one net before global-route repair is 70. The cts-stage hold buffer count is 0.

The first-pass GRT wire length came out at 38.6 mm. In the final timing run, aggregate negative setup slack is 0 ns. The share of the synthesized area in the top cell type is 41.1%.

The half-perimeter wire length after detailed placement came out at 14.8 mm. In the post-synthesis netlist, the cell with the most instances is sky130_fd_sc_hd__dfxtp_1. Clock tree synthesis selected as its root buffer the cell sky130_fd_sc_hd__clkbuf_16.

The post-detailed-placement cell area came out at 10,900 sq um. The post-route clock period utilization is 40.9%. Among all stages on the critical path, the maximum delay recorded is 0.68 ns. The proportion of layout cells with a drive suffix above 1 is 4.83%. The number of remaining DRC errors is 0. The average size of a mapped cell came out at 7.87 sq um. The number of maximum-capacitance violations came out at 0. The number of cells in the finished layout apart from fillers is 1,519. The commonest register cell is sky130_fd_sc_hd__dfxtp_1.

The H-tree generated during clock tree synthesis spans 4 levels. In this design, the critical path's most frequently occurring cell is sky130_fd_sc_hd__buf_4. In this run, the synthesized area fraction spent on and/or/nand/nor cells is recorded as 24.1%.

The leftover overflow at the end of global routing came out at 0. The design draws 1.15 mW. The final antenna-violating net count came out at 0.
## power by group
group	internal, mW	switching (mW)
registers	0.590	0.00180
logic	0.0357	0.0193
clock network	0.256	0.250
## layer usage
layer	vias to the layer above	global-route usage, %	routed length (microns)
li1	4514	-	-
met1	4120	39.0	11100
met2	211	36.9	11000
met3	19	3.04	1080
met4	0	3.66	315
met5	-	0	0
## worst register-to-register path, cell delays in order (launching register included)
cell                       delay [ns]
sky130_fd_sc_hd__dfxtp_1         0.47
sky130_fd_sc_hd__ha_1            0.39
sky130_fd_sc_hd__and4b_1         0.34
sky130_fd_sc_hd__a21o_1          0.15
sky130_fd_sc_hd__nor2b_1         0.57
sky130_fd_sc_hd__nand3_1         0.40
sky130_fd_sc_hd__mux2i_1         0.24
sky130_fd_sc_hd__nor2_1          0.39
sky130_fd_sc_hd__inv_1           0.19
sky130_fd_sc_hd__ha_1            0.29
sky130_fd_sc_hd__nand3_1         0.10
sky130_fd_sc_hd__o211ai_1        0.08
sky130_fd_sc_hd__or3b_2          0.51
sky130_fd_sc_hd__a21oi_1         0.18
sky130_fd_sc_hd__a31oi_1         0.07
## flip-flops by register name (all words and copies together), names as in the netlist
register	flops
spi.bytes_left	4
cycle_count	25
spi.prev_sclk	1
rst_out	1
state	3
spi.state	3
spi.done	1
spi.data	120
spi.mosi	1
internal_byte_count	2
internal_send_bytes	20
spi.send_type	1
spi.bit_count	4
spi.cycle_count	5
vcc_en	1
vcc_en_wait	1
command_count	5
## final timing paths
check        slack (ns)                          endpoint                           from
max                7.92     spi.bit_count[3]$_SDFFE_PP0P_               byte_count_in[3]
min                0.45               vcc_en$_SDFFE_PP0P_            vcc_en$_SDFFE_PP0P_
max reg2reg        8.88  internal_send_bytes[106]$_DFF_P_  command_count[1]$_SDFFE_PP0N_
min reg2reg        0.45               vcc_en$_SDFFE_PP0P_            vcc_en$_SDFFE_PP0P_
## through the flow
stage / utilization, % / worst slack, ns
floorplan: - / 8.74
global placement: 58.0 / 7.52
detailed placement: 58.0 / 7.52
CTS: 61.2 / 7.96
global route: 61.2 / 7.66
finish: 61.2 / 7.92
## cell families after synthesis
logic type	after synthesis
muxes	9
other	1
and+or+nand+nor	509
AOI/OAI and AO/OA	318
adders and majority gates	19
buffers and inverters	140
DFF	198
xor gates and xnor gates	27
## area by class of cell
type / count / area [sq um]
Tap cell: 234 / 293
Fill cell: 1686 / 7290
Clock inverter: 14 / 155
Inverter: 27 / 101
Timing Repair Buffer: 144 / 1410
Antenna cell: 1 / 2.50
Multi-Input combinational cell: 883 / 5100
Clock buffer: 18 / 439
Sequential cell: 198 / 3980
## cell usage in the layout, fill, tap and decap left out, types with 7 or more instances in the layout
master and count:
sky130_fd_sc_hd__buf_4 12, sky130_fd_sc_hd__dfxtp_1 196, sky130_fd_sc_hd__nand4_1 11, sky130_fd_sc_hd__nor3_1 95, sky130_fd_sc_hd__nand2_1 147, sky130_fd_sc_hd__a221oi_1 86
sky130_fd_sc_hd__and3_1 7, sky130_fd_sc_hd__clkdlybuf4s50_1 132, sky130_fd_sc_hd__or3_1 9, sky130_fd_sc_hd__nand3_1 27, sky130_fd_sc_hd__clkbuf_16 17, sky130_fd_sc_hd__nor3b_1 7
sky130_fd_sc_hd__a21oi_1 87, sky130_fd_sc_hd__mux2i_1 8, sky130_fd_sc_hd__a211oi_1 7, sky130_fd_sc_hd__xnor2_1 16, sky130_fd_sc_hd__xor2_1 11, sky130_fd_sc_hd__a22oi_1 24
sky130_fd_sc_hd__nor2_1 161, sky130_fd_sc_hd__inv_1 25, sky130_fd_sc_hd__ha_1 19, sky130_fd_sc_hd__nor4_1 13, sky130_fd_sc_hd__o21ai_0 56
Power is estimated from default activity; no workload was simulated.
